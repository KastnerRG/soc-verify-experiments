`design/flow/run.sh`:
```
#!/bin/bash
# OpenROAD 26Q1-2900-gdf79404cd8, Yosys 0.63+post, stock flow scripts
make -C /OpenROAD-flow-scripts/flow DESIGN_CONFIG=/design/flow/config.mk WORK_HOME=/design/flow/orfs finish
```
`design/flow/config.mk`:
```
export PLATFORM = sky130hd
export DESIGN_NAME = asym_ram_sdp_read_wider
export DESIGN_NICKNAME = asym_ram_sdp_read_wider
export VERILOG_FILES = /design/flow/design.v
export SDC_FILE = /design/flow/constraint.sdc
export NUM_CORES = 4
export LEC_CHECK = 1
export CORE_UTILIZATION = 40
```
`design/flow/constraint.sdc`:
```
current_design asym_ram_sdp_read_wider

set clk_period 5.4
set clk_io_pct 0.2

create_clock -name clk0 -period $clk_period [get_ports {clkA}]
create_clock -name clk1 -period $clk_period [get_ports {clkB}]

set non_clock_inputs [all_inputs -no_clocks]
set_input_delay [expr $clk_period * $clk_io_pct] -clock clk0 $non_clock_inputs
set_output_delay [expr $clk_period * $clk_io_pct] -clock clk0 [all_outputs]
```
`design/flow/design.v`:
```
`timescale 1ns / 1ps
module asym_ram_sdp_read_wider (
    clkA,
    clkB,
    enaA,
    weA,
    enaB,
    addrA,
    addrB,
    diA,
    doB
);
  parameter WIDTHA = 4;
  parameter SIZEA = 1024;
  parameter ADDRWIDTHA = 10;
  parameter WIDTHB = 16;
  parameter SIZEB = 256;
  parameter ADDRWIDTHB = 8;
  input clkA;
  input clkB;
  input weA;
  input enaA, enaB;
  input [ADDRWIDTHA-1:0] addrA;
  input [ADDRWIDTHB-1:0] addrB;
  input [WIDTHA-1:0] diA;
  output [WIDTHB-1:0] doB;
  localparam maxSIZE = ((SIZEA) > (SIZEB) ? (SIZEA) : (SIZEB));
  localparam maxWIDTH = ((WIDTHA) > (WIDTHB) ? (WIDTHA) : (WIDTHB));
  localparam minWIDTH = ((WIDTHA) < (WIDTHB) ? (WIDTHA) : (WIDTHB));
  localparam RATIO = maxWIDTH / minWIDTH;
  localparam log2RATIO = $clog2(RATIO);
  reg [minWIDTH-1:0] RAM[0:maxSIZE-1];
  reg [WIDTHB-1:0] readB;
  always @(posedge clkA) begin
    if (enaA) begin
      if (weA) RAM[addrA] <= diA;
    end
  end
  always @(posedge clkB) begin : ramread
    integer i;
    reg [log2RATIO-1:0] lsbaddr;
    if (enaB) begin
      for (i = 0; i < RATIO; i = i + 1) begin
        lsbaddr = log2RATIO'(i);
        readB[(i+1)*minWIDTH-1-:minWIDTH] <= RAM[{addrB, lsbaddr}];
      end
    end
  end
  assign doB = readB;
endmodule
```
==> results.txt <==
initial antenna violation count: 17
final core occ: 45.5%
vias per inst: 5.66
Power Total: 0.0675 W
Cell Type Count: 46
I/O pin count: 43
setup bufs post-CTS: 0
CTS clk-pin slew, worst paths: 0.10 ns
WS Path Type: in2reg
max-slew violation count: 0
post-cts resize count: 0
Clock Sinks: 4112
TritonRoute pass-1 iters: 7
Rel. slew slack: 27.7%
Primary FF master, synth: edfxtp_1
Synth Cell Area: 0.162 mm²
Worst setup SP type: input port
CTS tree: yes
Die Span X: 639 µm
CP arrival: 4.53 ns
switching share of power: 20.9%
P&R area growth vs syn: 13.1%
DP Area: 0.170 mm²
register area share after synthesis: 76.1%
Die Size: 0.408 mm²
outcome: completed
EDFF count, synth: 4112
HPWL after DPL: 246000 µm
unrepaired setup endpoints after global routing: no
Std-Cell Rows: 233
YS chip area: 0.162 mm²
Slew @ Worst Pin: 1.08 ns
Switch Pwr: 0.0141 W
Hold Vio Cnt, Final: 0
GRT Total Usage: 21.6%
Avg Cell Area, Syn: 19.5 µm²
tally of buffers added on design ports: 41
fill cell count: 32.8k
Worst Hold Class: in2reg
GR Overflow Total: 0
Async SR Flop Fraction: 0%
Synth Register Bits: 4112
Iter 0 DRT Violations: 4940
synthesis warning total: 1
Tool Warnings: 66
internal power: 0.0534 W
Pleak: 56.7 nW
Crit Path Max Fanout: 13
clock network power share: 43.3%
RD Place Congestion: 0.894
DRC: 0
share of layout cells above drive strength 1: 21.2%
fp util: 40.3%
vias in the first global route: 90.1k
total wire length: 400000 µm
Die Ht: 639 µm
CP required: 5.43 ns
number of max-cap violations: 0
antenna-violating nets left: 0
global-route wire length before repair: 591000 µm
Vias: 80.8k
final setup fails: 0
PwrDens: 368 mW/mm²
Total Neg Setup Slack: 0 ns
Worst IR Drop VDD: 0.275 mV
Post-Synthesis Cells: 8341
post-route design area: 0.184 mm²
CP endpoint kind: register
largest net degree at the start of global routing: 134
Hold Buf Count CTS: 0
power share of the sequential group: 52.1%
cells in synth_stat.txt: 8341
routed len/inst: 28.0 µm
Comb power frac: 4.6%
Hold WS: 0.548 ns
core box area: 0.403 mm²
## flip-flops by register name, indices dropped and copies added, names as in the netlist
name,flops
RAM,4096
doB,16
## layout by cell type (no fill, tap or decap), types with 16 or more instances in the layout
| cell | netlist | layout |
|---|---|---|
| inv_6 | 0 | 18 |
| clkinv_2 | 0 | 93 |
| clkbuf_16 | 0 | 425 |
| a22oi_1 | 35 | 35 |
| clkdlybuf4s50_1 | 0 | 32 |
| clkbuf_1 | 315 | 67 |
| buf_4 | 66 | 232 |
| a21oi_1 | 173 | 173 |
| o22ai_1 | 166 | 166 |
| nand2_1 | 105 | 58 |
| a221oi_1 | 33 | 33 |
| nor2_1 | 1087 | 1084 |
| o21ai_0 | 32 | 32 |
| mux2_2 | 98 | 98 |
| mux2i_1 | 604 | 604 |
| o221ai_1 | 277 | 277 |
| buf_12 | 7 | 66 |
| o31ai_1 | 16 | 16 |
| nor3_1 | 76 | 75 |
| edfxtp_1 | 4112 | 4112 |
| a22o_1 | 32 | 32 |
| clkinv_1 | 0 | 76 |
| bufinv_16 | 0 | 56 |
| nand2_2 | 0 | 47 |
| mux4_2 | 770 | 770 |
| clkinvlp_4 | 0 | 19 |
| nor4_1 | 23 | 23 |
## critical path: stages
cell and delay [ns]:
clkdlybuf4s50_1 0.78, or3b_2 0.61, buf_4 0.26, inv_1 0.12, nand2_1 0.56, o22ai_1 0.94, nor4_1 0.13
## Yosys cell counts (10+ instances only)
library cell,number,share of area (%)
a221oi_1,33,0.18
a22o_1,32,0.17
o21ai_0,32,0.099
nand2_1,105,0.24
o31ai_1,16,0.074
buf_6,47,0.33
o22ai_1,166,0.64
a22oi_1,35,0.16
nor3_1,76,0.23
mux2i_1,604,3.7
o32ai_1,16,0.086
mux4_2,770,11
nand4_1,15,0.058
o221ai_1,277,1.5
nand2b_1,10,0.039
edfxtp_1,4112,76
nor4_1,23,0.089
clkbuf_1,315,0.73
a21oi_1,173,0.53
mux2_2,98,0.68
buf_1,99,0.23
nor2_1,1087,2.5
buf_2,64,0.20
buf_4,66,0.31
## metrics by stage
| stage | setup WS, ns | std cells |
|---|---|---|
| floorplan | 2.02 | 8341 |
| global placement | 0.500 | 13500 |
| detailed placement | 0.511 | 13500 |
| CTS | 0.843 | 14300 |
| global route | 0.568 | 14300 |
| finish | 0.905 | 14300 |
## power by group through the flow
stage     logic (W)  registers (W)  clock network, W
4_1_cts     0.00317         0.0352            0.0297
5_1_grt     0.00337         0.0352            0.0309
6_report    0.00313         0.0352            0.0292
## routing by layer
layer | global-route usage, % | routed length [µm]
met5 | 0.248 | 128
met1 | 26.1 | 132000
met2 | 31.9 | 188000
met3 | 16.2 | 67000
met4 | 5.19 | 12000
## cell families (layout without fill, tap and decap cells)
logic type / Yosys count / count (layout) / synth area share [%]
DFF: 4112 / 4112 / 76.1
muxes: 1472 / 1472 / 15.1
and+or+nand+nor: 1359 / 1359 / 3.37
AOI/OAI and AO/OA: 793 / 793 / 3.54
buffers and inverters: 605 / 1112 / 1.92
other: 0 / 7 / 0
## layout make-up
cell class	instances	area [µm²]	share of cell area, %
clock buffer	492	10900	5.93
inverter	3	23.8	0.0129
tap	5405	6760	3.68
sequential	4112	123000	67.3
timing repair buffer	338	3510	1.91
multi-input combinational	3624	35900	19.5
antenna	7	17.5	0.00954
clock inverter	279	3030	1.65
## path summary, 6_finish.rpt
check                         startpoint                     to  slack [ns]  depth (start not counted)
setup reg to reg   RAM[125][2]$_DFFE_PP_       doB[6]$_DFFE_PP_        1.71                          6
hold / removal                    diA[0]  RAM[125][0]$_DFFE_PP_        0.55                          1
hold reg to reg    RAM[768][1]$_DFFE_PP_       doB[1]$_DFFE_PP_        1.75                          6
min in group clk1               addrB[2]       doB[6]$_DFFE_PP_        1.66                          5
setup / recovery                addrB[5]      doB[11]$_DFFE_PP_        0.91                          7
max in group clk0               addrA[1]  RAM[533][1]$_DFFE_PP_        1.99                          6
Power figures rest on the tool's default switching activity, not on a simulated workload.
