==> /design/flow/design.v <==
`timescale 1ns/1ps
module rams_sp_wf (clk, we, en, addr, di, dout);
  parameter WIDTH = 16;
  parameter DEPTH = 1024;
  parameter ADDR_WIDTH = 10;
  input clk;
  input we;
  input en;
  input [ADDR_WIDTH-1:0] addr;
  input [WIDTH-1:0] di;
  output [WIDTH-1:0] dout;
  reg [WIDTH-1:0] RAM [DEPTH-1:0];
  reg [WIDTH-1:0] dout;
  always @(posedge clk)
  begin
    if (en)
    begin
      if (we)
      begin
        RAM[addr] <= di;
        dout <= di;
      end
      else
        dout <= RAM[addr];
    end
  end
endmodule
==> /design/flow/run.sh <==
#!/bin/bash
# OpenROAD 26Q1-2900-gdf79404cd8, Yosys 0.63+post, stock flow scripts
make -C /OpenROAD-flow-scripts/flow DESIGN_CONFIG=/design/flow/config.mk WORK_HOME=/design/flow/orfs finish
==> /design/flow/config.mk <==
export PLATFORM = sky130hd
export DESIGN_NAME = rams_sp_wf
export DESIGN_NICKNAME = rams_sp_wf
export VERILOG_FILES = /design/flow/design.v
export SDC_FILE = /design/flow/constraint.sdc
export NUM_CORES = 4
export LEC_CHECK = 1
export CORE_UTILIZATION = 40
export SYNTH_MEMORY_MAX_BITS = 65536
==> /design/flow/constraint.sdc <==
current_design rams_sp_wf

set clk_period 185.0
set clk_io_pct 0.2

create_clock -name clk0 -period $clk_period [get_ports {clk}]

set non_clock_inputs [all_inputs -no_clocks]
set_input_delay [expr $clk_period * $clk_io_pct] -clock clk0 $non_clock_inputs
set_output_delay [expr $clk_period * $clk_io_pct] -clock clk0 [all_outputs]
==> results_tabular.tex <==
% Table of physical implementation metrics
\begin{tabular}{lr}
\hline
Metric & Value \\
\hline
\multicolumn{2}{l}{\textbf{Detailed routing}} \\
Ratio of routed vias to standard cells & 5.97 \\
1st-pass router iterations & 14 \\
Drt total wl & 2250 mm \\
Antenna-violating nets left & 0 \\
DR WL/cell & 39.6 um \\
Via total after detailed routing & 339,000 \\
Post-route DRC & 0 \\
Violation tally from detailed-route iteration zero & 24,300 \\
\multicolumn{2}{l}{\textbf{Worst setup path}} \\
Element type at the critical path start & input port \\
Reg-to-Reg Start & RAM[914][11]\$\_DFFE\_PP\_ \\
Maximum net fanout on the critical path & 87 \\
Setup Crit Path Kind & input port to flop \\
Reg-to-reg slack, setup & 179.97 ns \\
Data required time of the critical path & approximately 190 ns \\
Cell count of the worst reg-to-reg path & 8 \\
Worst setup EP type & flop \\
Worst reg2reg endpoint & dout[11]\$\_DFFE\_PP\_ \\
CP Capture Point & dout[6]\$\_DFFE\_PP\_ \\
CP arrival & 47.95 ns \\
Crit. Startpoint & addr[1] \\
\multicolumn{2}{l}{\textbf{Outcome}} \\
Outcome & complete, but fails checks \\
Violations in the final reports & max-capacitance violations, max-slew violations \\
\multicolumn{2}{l}{\textbf{Global route}} \\
Layer with the highest usage & met2 \\
Met1 usage & 28.7\% \\
All-Layer GR Usage & 31.1\% \\
Total congestion overflow after global routing & 0 \\
Pin count of the biggest net entering global routing & between 100 and 150 \\
Met2 layer usage reported by global route & 40.8\% \\
Number of global-route vias before repair & 356,000 \\
First-pass GRT wire length & 3010 mm \\
Number of antenna violations at the first check in global routing & 235 \\
Met3 Usage GRT & approximately 33\% \\
\multicolumn{2}{l}{\textbf{Yosys}} \\
Share of the synthesized area in the top cell type & around 78\% \\
Synth warnings & 1 \\
Async S/R FF share, synth & 0\% \\
Dominant register cell & edfxtp\_1 \\
Synth Area in Simple Gates & 2.04\% \\
AND-OR/OR-AND share of the synthesized area & 3.85\% \\
Top cells by area & edfxtp\_1 78\%, mux2i\_1 8.4\%, mux4\_2 5.5\% \\
Synth Register Bits & 16,400 \\
Summed standard-cell area reported by yosys & between 600,000 and 700,000 um2 \\
Cell count listed in synth\_stat.txt & between 30,000 and 40,000 \\
Netlist Area Pre-Place & about 630,000 um2 \\
Mean cell area of the mapped netlist & 19.7 um2 \\
Cell type contributing the most total cell area after synthesis & edfxtp\_1 \\
Dominant combinational family & multiplexers \\
Post-synthesis instance total & 31,800 \\
Distinct cells, synth & 80 \\
Seq/Total Area, Yosys & 78.5\% \\
Count of library flops with an enable pin & 16,400 \\
Area fraction in full adders, half adders and majority gates & 0\% \\
Parity-gate share of the synthesized area counting xor and xnor cells & 0\% \\
Proportion of synthesized area in mux cells & 14.1\% \\
\multicolumn{2}{l}{\textbf{Final layout}} \\
Post-Layout Inst Area & 722,000 um2 \\
Commonest Layout Cell & edfxtp\_1 \\
Most frequent cells in the layout & 16,400 x edfxtp\_1, 5,272 x mux2i\_1, 2,540 x buf\_4 \\
Layout cells sized above 1 & 21.2\% \\
Share of the core filled with cells & a little under half \\
Area growth from synthesis to final layout & 15.1\% \\
\multicolumn{2}{l}{\textbf{Clock network}} \\
Post-CTS setup-driven buffer insertion count & 0 \\
Number of instances resized during post-cts repair & 0 \\
Buffer levels on the longest clock path & 6 \\
Clk\_lat worst skew & between 1 and 1.5 ns \\
CTS Buf Count & 1,707 \\
CTS tree & done \\
CTS root buffer & clkbuf\_16 \\
Hold Buf Count CTS & 0 \\
\# clock sinks & 16,400 \\
Clock slew seen by the registers of the worst setup and hold paths & 0.06 ns \\
H-tree Lvls & 7 \\
\multicolumn{2}{l}{\textbf{STA}} \\
RSZ-0062 raised after global routing & false \\
Slew Limit Headroom & -14.3\% \\
Final setup violation count & 0 \\
Least-Margin Pin Slew & approximately 1.7 ns \\
Final setup skew & 0.244 ns \\
Clock period minus final worst setup slack & 46.88 ns \\
Final worst slack & 138.12 ns \\
Fin. Hold Viols & 0 \\
Setup TNS & 0 ns \\
Number of max-slew violations in the final report & 5 \\
Top achievable clock speed & 21.3 MHz \\
Tcrit/Tclk final & about a quarter \\
\multicolumn{2}{l}{\textbf{Place}} \\
Pre-CTS WS & 136.87 ns \\
Buffers on Ports & $\sim$44 \\
Post-DP HPWL & 1380 mm \\
Routability Congestion & $\sim$0.96 \\
Placed Instance Area & 668,000 um2 \\
\multicolumn{2}{l}{\textbf{Run}} \\
Number of max-cap violations & 2 \\
OpenROAD warnings & $\sim$84 \\
\multicolumn{2}{l}{\textbf{Floorplan}} \\
Top-level port count & 45 \\
Die height & 1.25 mm \\
DIE WIDTH & 1.25 mm \\
Standard-cell row count & about 460 \\
Share of the core filled by cells before placement & 40.1\% \\
DIE AREA & 1,570,000 um2 \\
Core Box Area & approximately 1,600,000 um2 \\
\multicolumn{2}{l}{\textbf{Min path}} \\
Class of the most critical hold timing path & flop to flop \\
Worst hold path startpoint & RAM[177][10]\$\_DFFE\_PP\_ \\
\multicolumn{2}{l}{\textbf{Power and ir drop}} \\
Highest ir drop seen on vdd & 0.00955 mV \\
P\_leak & between 200 and 250 nW \\
Power density over the cells & roughly 11 nW/um2 \\
Overall power consumption & 7.77 mW \\
\hline
\end{tabular}
-- worst min-delay path by stage --
stage	to	slack [ns]	cells after the start
CTS	dout[10]$_DFFE_PP_	1.08	6
global route	dout[10]$_DFFE_PP_	1.15	6
finish	dout[10]$_DFFE_PP_	1.08	6
-- kinds of logic (layout without fill, tap and decap cells) --
logic type,count (synthesis),count (layout)
flip-flops,16400,16400
multiplexers,6885,6885
AND-OR/OR-AND,3718,3718
AND/OR/NAND/NOR,2847,2847
buffers and inverters,1952,5659
other,0,531
-- cell usage after synthesis, types with 107 or more instances --
| cell | n |
|---|---|
| o22ai_1 | 2315 |
| nand3_1 | 107 |
| buf_1 | 146 |
| edfxtp_1 | 16400 |
| mux2i_1 | 5272 |
| nor3_1 | 131 |
| o21ai_0 | 247 |
| clkbuf_1 | 509 |
| a21oi_1 | 235 |
| buf_4 | 193 |
| nand2_1 | 464 |
| mux4_2 | 1529 |
| a31oi_1 | 129 |
| nor2_1 | 1484 |
| a22oi_1 | 230 |
| buf_2 | 1045 |
| nor4_1 | 494 |
-- power by group --
part	switching [mW]	internal (mW)
sequential	0.00281	4.09
combinational	0.279	0.105
clock	1.40	1.90
total	1.68	6.09
-- registers in the layout, summed over array words and instances, names as in the netlist --
register,cells
dout,16
RAM,16384
-- area by class of cell --
cell class	count	area [um2]
repair buffers	2652	20900
well taps	20700	26000
flip-flops and latches	16400	492000
clock buffers	2090	44800
fillers	126000	841000
diodes	531	1330
multi-input cells	13500	129000
clock inverters	912	7850
inverters	5	41.3
-- per-layer routing --
metal | wire, um | share of wire (%) | vias up
met5 | 19800 | 0.88 | -
met4 | 145000 | 6.5 | 433
met3 | 536000 | 24 | 5362
met2 | 959000 | 43 | 30000
met1 | 586000 | 26 | 167000
li1 | - | - | 137000
-- per-stage QoR --
stage	hold WS, ns	cells
CTS	1.08	56300
finish	1.08	56800
global route	1.15	56600
detailed placement	1.06	53300
floorplan	0.850	31800
global placement	1.06	53200
-- critical path, stage by stage --
cell and delay, ns:
buf_16 0.34, buf_4 0.59, buf_4 0.70, buf_4 0.62
buf_4 0.75, buf_4 0.64, buf_4 0.58, buf_4 0.65
buf_4 0.75, buf_12 0.47, buf_4 0.62, buf_4 0.64
mux4_2 0.42, mux4_2 0.59, a2111oi_0 0.57, buf_4 0.20
nor3_1 0.05, buf_4 0.15, nor4_2 0.62, buf_4 0.31
a31oi_1 0.10
Power figures rest on the tool's default switching activity, not on a simulated workload.
